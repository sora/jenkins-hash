File: design/flow/constraint.sdc
current_design hash

set clk_period 214.2
set clk_io_pct 0.2

create_clock -name clk0 -period $clk_period [get_ports {CLK}]

set non_clock_inputs [all_inputs -no_clocks]
set_input_delay [expr $clk_period * $clk_io_pct] -clock clk0 $non_clock_inputs
set_output_delay [expr $clk_period * $clk_io_pct] -clock clk0 [all_outputs]
File: design/flow/design.v
module hash_r1 #(
  parameter maxwords = 250                   
, parameter nloop    = 21
)(
  input CLK
, input RST
, input emit
, input onloop
, input [31:0] ia
, input [31:0] ib
, input [31:0] ic
, input [31:0] k0
, input [31:0] k1
, input [31:0] k2
, output reg[31:0] oa
, output reg[31:0] ob
, output reg[31:0] oc
);
function [4:0] div12p1;
  input [7:0] nwords;
begin
  for (div12p1=0; nwords>0; div12p1=div12p1+1)
    nwords = nwords - 12;
end
endfunction
wire[31:0] a0 = ia + k0;
wire[31:0] b0 = ib + k1;
wire[31:0] c0 = ic + k2;
wire[31:0] a1 = (a0 - c0) ^ {c0[27:0], c0[31:28]};
wire[31:0] c1 = c0 + b0;
wire[31:0] b1 = (b0 - a1) ^ {a1[25:0], a1[31:26]};
wire[31:0] a2 = a1 + c1;
wire[31:0] c2 = (c1 - b1) ^ {b1[23:0], b1[31:24]};
wire[31:0] b2 = b1 + a2;
wire[31:0] a3 = (a2 - c2) ^ {c2[15:0], c2[31:16]};
wire[31:0] c3 = c2 + b2;
wire[31:0] b3 = (b2 - a3) ^ {a3[12:0], a3[31:13]};
wire[31:0] a4 = a3 + c3;
wire[31:0] c4 = (c3 - b3) ^ {b3[27:0], b3[31:28]};
wire[31:0] b4 = b3 + a4;
always @(posedge CLK) begin
  if (RST) begin
    oa <= 32'b0;
    ob <= 32'b0;
    oc <= 32'b0;
  end else begin
    if (emit) begin
      if (onloop) begin
        oa <= a4;
        oc <= c4;
        ob <= b4;
      end else begin
        oa <= ia;
        ob <= ib;
        oc <= ic;
      end
    end
  end
end
endmodule
module hash_r2 (
  input CLK
, input RST
, input emit
, input onloop
, input [7:0] wcount
, input [31:0] ia
, input [31:0] ib
, input [31:0] ic
, input [31:0] k0
, input [31:0] k1
, input [31:0] k2
, output reg[31:0] o
);
reg[31:0] a0, b0, c0;
wire[31:0] c1 = (c0 ^ b0) - {b0[17:0], b0[31:18]};
wire[31:0] a1 = (a0 ^ c1) - {c1[20:0], c1[31:21]};
wire[31:0] b1 = (b0 ^ a1) - {a1[6:0], a1[31:7]};
wire[31:0] c2 = (c1 ^ b1) - {b1[15:0], b1[31:16]};
wire[31:0] a2 = (a1 ^ c2) - {c2[27:0], c2[31:28]};
wire[31:0] b2 = (b1 ^ a2) - {a2[17:0], a2[31:18]};
wire[31:0] c3 = (c2 ^ b2) - {b2[7:0], b2[31:8]};
always @(posedge CLK) begin
  if (RST)
    o <= 32'b0;
  else begin
    if (emit) begin
      if (onloop)
        o <= c3;
      else
        o <= ic;
    end
  end
end
always @* begin
  case (wcount)
    8'd12: begin
      c0 <= ic + k2;
      b0 <= ib + k1;
      a0 <= ia + k0;
    end
    8'd11: begin
      c0 <= ic + k2 & 32'h00FFFFFF;
      b0 <= ib + k1;
      a0 <= ia + k0;
    end
    8'd10: begin
      c0 <= ic + k2 & 32'h0000FFFF;
      b0 <= ib + k1;
      a0 <= ia + k0;
    end
    8'd9: begin
      c0 <= ic + k2 & 32'h000000FF;
      b0 <= ib + k1;
      a0 <= ia + k0;
    end
    8'd8: begin
      c0 <= ic;
      b0 <= ib + k1;
      a0 <= ia + k0;
    end
    8'd7: begin
      c0 <= ic;
      b0 <= ib + k1 & 32'h00FFFFFF;
      a0 <= ia + k0;
    end
    8'd6: begin
      c0 <= ic;
      b0 <= ib + k1 & 32'h0000FFFF;
      a0 <= ia + k0;
    end
    8'd5: begin
      c0 <= ic;
      b0 <= ib + k1 & 32'h000000FF;
      a0 <= ia + k0;
    end
    8'd4: begin
      c0 <= ic;
      b0 <= ib;
      a0 <= ia + k0;
    end
    8'd3: begin
      c0 <= ic;
      b0 <= ib;
      a0 <= ia + k0 & 32'h00FFFFFF;
    end
    8'd2: begin
      c0 <= ic;
      b0 <= ib;
      a0 <= ia + k0 & 32'h0000FFFF;
    end
    8'd1: begin
      c0 <= ic;
      b0 <= ib;
      a0 <= ia + k0 & 32'h000000FF;
    end
  endcase
end
endmodule
module hash (
  input CLK
, input RST
, input enable
, input onloop
, input [7:0] wcount       
, input [7:0] word         
, input [7:0] key_length   
, input [7:0] interval
, output valid
, output reg[31:0] hashkey
);
reg[31:0] k0, k1, k2;
reg[3:0]  count12;
wire[31:0] a[0:21];
wire[31:0] b[0:21];
wire[31:0] c[0:21];
wire[31:0] lc;             
assign a[0] = k0 + 32'hDEADBEEF + key_length + interval;
assign b[0] = k1 + 32'hDEADBEEF + key_length + interval;
assign c[0] = k2 + 32'hDEADBEEF + key_length + interval;
generate
  genvar i;
  for (i=1; i<22; i=i+1) begin :loop
    hash_r1 round ( .CLK(CLK)
                  , .RST(RST)
                  , .emit(emit)
                  , .onloop(onloop)
                  , .ia(a[i-1])
                  , .ib(b[i-1])
                  , .ic(c[i-1])
                  , .k0(k0)
                  , .k1(k1)
                  , .k2(k2)
                  , .oa(a[i])
                  , .ob(b[i])
                  , .oc(c[i]) );
  end
endgenerate
hash_r2 lastround ( .CLK(CLK)
                  , .RST(RST)
                  , .emit(emit)
                  , .onloop(onloop)
                  , .wcount(wcount)
                  , .ia(a[21])
                  , .ib(b[21])
                  , .ic(c[21])
                  , .k0(k0)
                  , .k1(k1)
                  , .k2(k2)
                  , .o(lc) );
always @*
  case (count12)
    4'd12: k0[31:24] <= word;
    4'd11: k0[23:16] <= word;
    4'd10: k0[15:8]  <= word;
    4'd9:  k0[7:0]   <= word;
    4'd8:  k1[31:24] <= word;
    4'd7:  k1[23:16] <= word;
    4'd6:  k1[15:8]  <= word;
    4'd5:  k1[7:0]   <= word;
    4'd4:  k2[31:24] <= word;
    4'd3:  k2[23:16] <= word;
    4'd2:  k2[15:8]  <= word;
    4'd1:  k2[7:0]   <= word;
  endcase
wire emit = (count12) ? 4'b0 : 4'b1;
always @(posedge CLK) begin
  if (RST) begin
    count12 <= 4'd12;
    k0      <= 32'b0;
    k1      <= 32'b0;
    k2      <= 32'b0;
  end else begin
    if (enable) begin
      if (count12)
        count12 <= count12 - 4'b1;
      else begin
        count12 <= 4'd12;
        k0      <= 32'b0;
        k1      <= 32'b0;
        k2      <= 32'b0;
      end
    end
  end
end
always @(posedge CLK) begin
  if (RST)
    hashkey <= 32'b0;
  else
    hashkey <= lc;
end
endmodule
File: design/flow/run.sh
#!/bin/bash
# OpenROAD 26Q1-2900-gdf79404cd8, Yosys 0.63+post, stock flow scripts
make -C /OpenROAD-flow-scripts/flow DESIGN_CONFIG=/design/flow/config.mk WORK_HOME=/design/flow/orfs finish
File: design/flow/config.mk
export PLATFORM = sky130hd
export DESIGN_NAME = hash
export DESIGN_NICKNAME = hash
export VERILOG_FILES = /design/flow/design.v
export SDC_FILE = /design/flow/constraint.sdc
export NUM_CORES = 4
export LEC_CHECK = 1
export CORE_UTILIZATION = 40
==> reports/metrics.csv <==
metric,value,unit
status,finished clean,
Max Slew Vio Count,0,
initial antenna violation count,79,
cells in synth_stat.txt,56200,
Root Driver,clkbuf_16,
max cap viols,0,
total negative slack,0,ns
MI comb area,360400,µm²
Synth flops,2180,
routed len/inst,25.77,µm
DR iter-0 viols,25490,
Synth area leader,ha_1,
"count leader, synth",xnor2_1,
count of unclocked register or latch pins,96,
chip area,1095000,µm²
CP Depth,69,
first-pass GRT wire length,2589000,µm
Crit-path slowest cell,xnor2_1,
CP required,215.11,ns
overall routing resource usage,33.35,%
fin crit period,56.74,ns
Cell Type Count,119,
Vias,384400,
htree depth,5,
"most used cell, CP",a21oi_1,
layout cells sized above 1,3.297,%
DIE WIDTH,1046,µm
cells after synthesis,56200,
clk ins delay skew pair,1.09,ns
# fillers,110700,
synth cell count leaders,"9637 x xnor2_1, 7863 x ha_1, 7744 x inv_1",
row cnt,383,
dpl hpwl,1614000,µm
Post-Syn Area,436100,µm²
total CTS buffers,283,
worst path arrival time,57.64,ns
Setup crit start kind,input port,
endpoints left unconstrained,96,
reg-to-reg critical path endpoint,loop[11].round.oc[31],
Hold Path Cell Cnt,2,
Fin. Hold Viols,0,
Buffers & Inverters on Critical Path,8,
clk slew on worst S/H paths,0.06,ns
Core Util at FP,40.11,%
Top area cell types,"ha_1 23%, xnor2_1 19%, dfxtp_1 9.6%, a21o_1 7.2%, inv_1 6.7%",
Slew headroom,25.96,%
cts hold-fix bufs,0,
FF-to-FF path depth,110,
"EDFF count, synth",0,
Crit Path Class,in2reg,
Post-synth ARST share,0,%
RSZ-0062 raised after global routing,no,
top area contributor share,22.56,%
yosys synthesis chip area,436100,µm²
"Largest delay share family, worst path",AND-OR/OR-AND gates,
cycle use final,26.49,%
Hold WC Path Type,reg2reg,
Setup WS pre-CTS,156.58,ns
IO Pins,69,
port bufs,59,
DRC violations left,0,
Final ANT Viol Nets,0,
Fmax,17.63,MHz
clk buf depth,5,
crit path capture type,register,
Crit. Startpoint,key_length[2],
clock skew,0.2412,ns
CP Max Fanout,8,
vias in the first global route,361200,
setup bufs post-CTS,0,
Setup WS post-layout,157.46,ns
total tool warning count,51,
drt pass-1 iters,6,
grt total ovfl,0,
reg2reg start,loop[10].round.oc[1],
global placer's final weighted congestion,1.060,
Die Ht,1046,µm
vias per cell,5.378,
Ys Warns,196,
# setup viols final,0,
Commonest flop,dfxtp_1,
largest net degree at the start of global routing,102,
Flop area,43160,µm²
P&R area growth vs syn,7.735,%
end of the critical path,loop[1].round.ob[31],
Post-Route WL,1842000,µm
PostCTS Resize Cnt,0,
flop-to-flop setup slack,191.95,ns
Critical Path Max Stage Delay,0.62,ns
Syn Area/Cell,7.761,µm²
CTS tree,yes,
Worst-Margin Slew,1.103,ns
core area,1087000,µm²
[logic make-up after synthesis]
| group | after synthesis | share of synthesized area [%] |
|---|---|---|
| AND-OR/OR-AND | 16940 | 24.99 |
| XOR/XNOR | 11490 | 23.20 |
| buffers and inverters | 8697 | 7.489 |
| adder cells (fa/ha/maj) | 8123 | 23.73 |
| AND/OR/NAND/NOR | 7613 | 8.032 |
| flip-flops | 2084 | 9.566 |
| multiplexers | 1154 | 2.657 |
| latches | 96 | 0.3302 |
| other | 1 | 0.0008598 |
[metal layers]
metal | up-vias | track usage (%) | share of wire [%]
met4 | 30 | 13.66 | 5.2
met3 | 2350 | 5.156 | 5.9
li1 | 193600 | - | -
met2 | 9511 | 52.71 | 44
met1 | 178900 | 45.70 | 45
met5 | - | 0.06972 | 0.016
[state kept, by name (all words and copies together) (netlist names)]
register	flops
loop.round.oa	672
loop.round.ob	672
loop.round.oc	672
hashkey	32
lastround.a0	32
lastround.b0	32
lastround.c0	32
lastround.o	32
count12	4
[area by class of cell]
class / instances / share of cell area (%)
diodes: 40 / 0.02130
clock inverters: 127 / 0.2956
repair buffers: 1261 / 2.080
flip-flops and latches: 2180 / 9.186
well taps: 14440 / 3.844
inverters: 7747 / 6.192
clock buffers: 375 / 1.677
multi-input cells: 45320 / 76.70
[through the flow]
stage	instances	hold WS, ns	util (%)	instance area (µm²)
after floorplan	56200	0.4167	-	436100
after global placement	70950	0.4334	42.35	460500
after detailed placement	70950	0.4427	42.35	460500
after CTS	71450	0.4545	43.20	469800
after global routing	71460	0.4711	43.21	469800
final	71490	0.4540	43.21	469900
[placed cells by master (no fill, tap or decap), types with 394 or more instances in the layout]
cell type  synthesis  final
xor2_1          1803   1803
a21boi_0         416    416
nor2_1          3331   3326
inv_1           7744   7743
dfxtp_1         2084   2084
nand2b_1         727    727
a21o_1          4154   4154
a211oi_1        1005   1005
buf_4              1   1191
o21bai_1        2654   2654
nor3_1           422    421
xnor2_1         9637   9636
ha_1            7863   7863
o21ai_0         2418   2417
a21oi_1         4897   4897
nand2_1         1494   1490
mux2i_1         1132   1132
nor2b_1          569    569
o22ai_1          394    394
[worst min-delay path by stage]
stage                          from  slack (ns)                    end
finish        loop[21].round.ob[28]        0.45  loop[21].round.ob[28]
global route   loop[21].round.ob[0]        0.47   loop[21].round.ob[0]
CTS            loop[21].round.ob[0]        0.45   loop[21].round.ob[0]
[tightest hold or removal path: cells and delay by family, from the launching register on]
family / cells / cell delay (ns)
AOI/OAI and AO/OA: 1 / 0.05
DFF: 1 / 0.32
and+or+nand+nor: 1 / 0.05
